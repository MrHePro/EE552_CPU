**design/flow/run.sh**
```bash
#!/bin/bash
# OpenROAD 26Q1-2900-gdf79404cd8, Yosys 0.63+post, stock flow scripts
make -C /OpenROAD-flow-scripts/flow DESIGN_CONFIG=/design/flow/config.mk WORK_HOME=/design/flow/orfs finish
```
**design/flow/config.mk**
```make
export PLATFORM = sky130hd
export DESIGN_NAME = ALU
export DESIGN_NICKNAME = ALU
export VERILOG_FILES = /design/flow/design.v
export SDC_FILE = /design/flow/constraint.sdc
export NUM_CORES = 4
export LEC_CHECK = 1
export CORE_UTILIZATION = 50
```
**design/flow/constraint.sdc**
```tcl
current_design ALU

set clk_period 20.7
set clk_io_pct 0.2

create_clock -name clk0 -period $clk_period

set non_clock_inputs [all_inputs -no_clocks]
set_input_delay [expr $clk_period * $clk_io_pct] -clock clk0 $non_clock_inputs
set_output_delay [expr $clk_period * $clk_io_pct] -clock clk0 [all_outputs]
```
**design/flow/design.v**
```verilog
module ALU(A,B,I,RES,opocode,OVFL);
input [3:0] opocode;
input [15:0] A,B;  
input [7:0] I;
output [15:0] RES;
output OVFL;
wire[15:0] result_ADDSUB,result_PADDSB,result_RED,result_SHIFTER;
RED redder(.A(A),.B(B),.SUM(result_RED));
addsub_16bit adder(.A((opocode[3:1] == 3'b100)?({{11{I[3]}},I[3:0],1'b0}):A), .B(B), .Sum(result_ADDSUB), .sub(opocode == 4'b0001),.Ovfl(OVFL));
PADDSB padder(.A(A),.B(B),.RES(result_PADDSB));
shifter shifter(.opcode(opocode), .shift_in(A), .shift_out(result_SHIFTER), .shift_val(I[3:0])); 
assign RES = (&opocode[2:0])?result_PADDSB:
            (opocode == 4'b0011)?result_RED:
            (opocode == 4'b0010)?A^B:
            (opocode[3:2] == 2'b01)?result_SHIFTER:
            (opocode == 4'b1011)?{I,A[7:0]}:
            (opocode == 4'b1010)?{A[15:8],I}:
            result_ADDSUB;
endmodule
module CLA_4bit(input[3:0] A, input[3:0] B, input Cin, output[3:0] S, output G, output P, output Ovfl, output Cout);
wire g0,g1,g2,g3,p0,p1,p2,p3,c1,c2,c3;
assign P = p0 & p1 & p2 & p3;
assign G = g3 | p3&g2 | p3&p2&g1 | p3&p2&p1&g0;
assign c1 = g0 | p0&Cin;
assign c2 = g1 | p1&g0 | p1&p0&Cin;
assign c3 = g2 | p2&g1 | p2&p1&g0 | p2&p1&p0&Cin;
assign Cout = g3 | p3&g2 | p3&p2&g1 | p3&p2&p1&g0 | p3&p2&p1&p0&Cin;
assign Ovfl = Cout^c3;
PFA pfa0(.a(A[0]), .b(B[0]), .cin(Cin), .s(S[0]), .g(g0), .p(p0));
PFA pfa1(.a(A[1]), .b(B[1]), .cin(c1), .s(S[1]), .g(g1), .p(p1));
PFA pfa2(.a(A[2]), .b(B[2]), .cin(c2), .s(S[2]), .g(g2), .p(p2));
PFA pfa3(.a(A[3]), .b(B[3]), .cin(c3), .s(S[3]), .g(g3), .p(p3));
endmodule
module PADDSB(A,B,RES);
input[15:0] A,B;
output[15:0] RES;
wire[3:0]sum0,sum1,sum2,sum3;
wire ovfl0,ovfl1,ovfl2,ovfl3;
wire cout0,cout1,cout2,cout3;
CLA_4bit cla0(.A(A[3:0]),.B(B[3:0]),.S(sum0),.Ovfl(ovfl0),.Cin(1'b0),.G(),.P(),.Cout());
CLA_4bit cla1(.A(A[7:4]),.B(B[7:4]),.S(sum1),.Ovfl(ovfl1),.Cin(1'b0),.G(),.P(),.Cout());
CLA_4bit cla2(.A(A[11:8]),.B(B[11:8]),.S(sum2),.Ovfl(ovfl2),.Cin(1'b0),.G(),.P(),.Cout());
CLA_4bit cla3(.A(A[15:12]),.B(B[15:12]),.S(sum3),.Ovfl(ovfl3),.Cin(1'b0),.G(),.P(),.Cout());
assign RES = {ovfl3?(sum3[3]?4'h7:4'h8):sum3[3:0],
              ovfl2?(sum2[3]?4'h7:4'h8):sum2[3:0],
              ovfl1?(sum1[3]?4'h7:4'h8):sum1[3:0],
              ovfl0?(sum0[3]?4'h7:4'h8):sum0[3:0]
            };
endmodule
module PFA(input a, input b, input cin, output s, output g, output p);
assign g = a & b;
assign p = a ^ b;
assign s = cin ^ p;
endmodule
module RED(A,B,SUM);
input [15:0] A,B;
output [15:0] SUM;
wire [7:0] Sum0,Sum1;
wire c0,c1,c2,c3,c4,c5,c6;
wire o0,o1,o2,o3,o4,o5,o6;
wire g0,g1,g2,g3,g4,g5,g6;
wire p0,p1,p2,p3,p4,p5,p6;
wire[3:0] SUM6;
CLA_4bit CLA0(.A(A[3:0]),.B(B[3:0]),.S(Sum0[3:0]),.Cin(1'b0),.Ovfl(o0),.G(g0),.P(p0), .Cout(c0));
CLA_4bit CLA1(.A(A[7:4]),.B(B[7:4]),.S(Sum0[7:4]),.Cin(c0),.Ovfl(o1),.G(g1),.P(p1), .Cout(c1));
CLA_4bit CLA2(.A(A[11:8]),.B(B[11:8]),.S(Sum1[3:0]),.Cin(1'b0),.Ovfl(o2),.G(g2),.P(p2), .Cout(c2));
CLA_4bit CLA3(.A(A[15:12]),.B(B[15:12]),.S(Sum1[7:4]),.Cin(c2),.Ovfl(o3),.G(g3),.P(p3), .Cout(c3));
CLA_4bit CLA4(.A(Sum0[3:0]),.B(Sum1[3:0]),.S(SUM[3:0]),.Cin(1'b0),.Ovfl(o4),.G(g4),.P(p4), .Cout(c4));
CLA_4bit CLA5(.A(Sum0[7:4]),.B(Sum1[7:4]),.S(SUM[7:4]),.Cin(c4),.Ovfl(o5),.G(g5),.P(p5), .Cout(c5));
CLA_4bit CLA6(.A({3'b000,c1}),.B({3'b000,c3}),.S(SUM6),.Cin(c5),.Ovfl(o6),.G(g6),.P(p6), .Cout(c6));
assign SUM[8] = {SUM6[0]};
assign SUM[15:9] = {7{SUM6[1]}};
endmodule
module addsub_16bit(input[15:0] A, input[15:0] B, input sub, output[15:0] Sum, output Ovfl);
wire g0,g1,g2,g3,p0,p1,p2,p3,c1,c2,c3,Cout,o0,o1,o2,o3;
wire [15:0] B_in, S;
wire co0,co1,co2,co3;
assign c1 = g0 | p0&sub;
assign c2 = g1 | p1&g0 | p1&p0&sub;
assign c3 = g2 | p2&g1 | p2&p1&g0 | p2&p1&p0&sub;
assign Cout = g3 | p3&g2 | p3&p2&g1 | p3&p2&p1&g0 | p3&p2&p1&p0&sub;
assign B_in = sub? ~B : B;
CLA_4bit cla0(.A(A[3:0]), .B(B_in[3:0]), .Cin(sub), .S(S[3:0]), .G(g0), .P(p0), .Ovfl(o0), .Cout(co0));
CLA_4bit cla1(.A(A[7:4]), .B(B_in[7:4]), .Cin(c1), .S(S[7:4]), .G(g1), .P(p1), .Ovfl(o1), .Cout(co1));
CLA_4bit cla2(.A(A[11:8]), .B(B_in[11:8]), .Cin(c2), .S(S[11:8]), .G(g2), .P(p2), .Ovfl(o2), .Cout(co2));
CLA_4bit cla3(.A(A[15:12]), .B(B_in[15:12]), .Cin(c3), .S(S[15:12]), .G(g3), .P(p3), .Ovfl(o3), .Cout(co3));
assign Ovfl = o3;
assign Sum = o3? (S[15] ? 16'h7fff : 16'h8000) : S;
endmodule
module shifter(opcode, shift_in, shift_out, shift_val);
input [3:0] opcode, shift_val;
input [15:0] shift_in;
output [15:0] shift_out;
wire [15:0] res1, res2, res3;
wire [15:0] temp1, temp2, temp3, temp4, temp5, temp6, temp7, temp8, temp9;
assign temp1 = shift_val[3]? shift_in << 8 : shift_in;
assign temp2 = shift_val[2]? temp1 << 4 : temp1;
assign temp3 = shift_val[1]? temp2 << 2 : temp2;
assign res1 =  shift_val[0]? temp3 << 1 : temp3;
assign temp4 = shift_val[3]? {{8{shift_in[15]}}, shift_in[15:8]} : shift_in;
assign temp5 = shift_val[2]? {{4{shift_in[15]}}, temp4[15:4]} : temp4;
assign temp6 = shift_val[1]? {{2{shift_in[15]}}, temp5[15:2]} : temp5;
assign res2 =  shift_val[0]? {shift_in[15], temp6[15:1]} : temp6;
assign temp7 = shift_val[3]? {shift_in[7:0], shift_in[15:8]} : shift_in;
assign temp8 = shift_val[2]? {temp7[3:0], temp7[15:4]} : temp7;
assign temp9 = shift_val[1]? {temp8[1:0], temp8[15:2]} : temp8;
assign res3 =  shift_val[0]? {temp9[0], temp9[15:1]} : temp9;
assign shift_out =  (!opcode[0] & !opcode[1]) ? res1 :
                    (!opcode[1] & opcode[0])  ? res2 : res3;
endmodule
```
==> Flow_metrics.wiki <==
== Metrics ==
{| class="wikitable"
! Metric !! Value
|-
| Run status || completed
|-
| Area delta synth->final || 11.9%
|-
| Most common cell after layout, fill and taps aside || sky130_fd_sc_hd__nand2_1
|-
| Non-filler cells, final || between 800 and 900
|-
| Finished Cell Area || 5700 um^2
|-
| Number of buffer and inverter stages on the critical path || 3
|-
| Chip footprint || roughly 11000 um^2
|-
| Y dimension of the die || between 100 and 150 um
|-
| Beginning of the worst hold path || I[6]
|-
| Mean instance size in the synthesized netlist || 7.04 um^2
|-
| CP startpoint kind || input pin
|-
| # clk buffers || 0
|-
| Mapped Area || approximately 5000 um^2
|-
| Via count of the first global-routing pass || approximately 5200
|-
| Chip area from the yosys synthesis statistics || 5090 um^2
|-
| Slew Limit Headroom || between 40% and 50%
|-
| Global router's overall resource usage || between 30 and 40%
|-
| Min cycle time layout || about 14000 ps
|-
| Horizontal die size || around 100 um
|-
| Cells on Worst Hold Path || 4
|-
| Violation count after the first detailed-route iteration || between 500 and 600
|-
| Core area || a little under 10000 um^2
|-
| Setup TNS || 0 ps
|-
| Maximum number of pins on one net before global-route repair || 48
|-
| Setup slack of the critical path after layout || 6800 ps
|-
| Most repeated library cell on the critical path || sky130_fd_sc_hd__a21oi_1
|-
| Via count || ~5900
|-
| Post-CTS resize count || 0
|-
| Antenna violations before repair || 0
|-
| Total of hold buffers inserted after clock tree synthesis || 0
|-
| Final cycle utilization of the critical path || roughly two thirds
|-
| Placed Cells incl. Taps || between 800 and 900
|-
| Routed Antenna Nets || 0
|-
| Final HPWL from detailed placement || between 15000 and 20000 um
|-
| Number of standard cells reported by yosys || just over 700
|-
| Count of input and output buffers || a little over 60
|-
| Static leakage || roughly 2.4 nW
|-
| Arrival time of the worst setup path || 9760 ps
|-
| Part of the Yosys area used for sequential elements || 0%
|-
| Worst-path cell with the longest stage delay || sky130_fd_sc_hd__clkdlybuf4s50_1
|-
| Multi-input logic area || 4700 um^2
|-
| Drt first pass iters || 5
|-
| Actual transition at the worst max-transition pin || roughly 800 ps
|-
| Highest net fanout along the worst path || 13
|-
| Post-CTS setup repair buffer count || 0
|-
| Post-DP Area || between 5000 and 6000 um^2
|-
| RSZ-0062 raised after global routing || no
|-
| Worst Hold End || RES[6]
|-
| Maximum frequency from static timing analysis || approximately 0.072 GHz
|-
| Start-to-end type of the worst setup path || input pin to primary output
|-
| Share of cells above drive strength 1 || about 8.4%
|-
| Total power per unit cell area || ~39 nW/um^2
|-
| Storage cell area || 0 um^2
|-
| Worst IR drop on VDD || roughly 0.000021 V
|-
| Number of warnings the tools reported || 33
|-
| DRC violation count after routing || 0
|-
| Cell-by-cell listing of the critical path || clkdlybuf4s50_1 > ha_1 > a21o_1 > a21oi_1 > inv_1 > a21oi_1 > fa_1 > xnor2_1 > ha_1 > a21o_1 > a31o_2 > a21oi_1 > o21bai_1 > fa_1 > a21o_1 > a21oi_1 > nand2_1 > or4_1 > nand3_1 > a21oi_1 > clkdlybuf4s50_1
|-
| Synth cell types || 76
|-
| Number of failing setup endpoints in the final timing report || 0
|-
| Sort of element at the end of the critical path || primary output
|-
| Wire length of the first global-routing pass || between 20000 and 30000 um
|-
| Hold Fails Final Rpt || 0
|-
| Wire length per cell after detailed routing || 22.6 um
|-
| Crit path required time || approximately 17000 ps
|-
| Number of max-cap violations || 0
|-
| Sum of routed wire length over all layers || between 15000 and 20000 um
|-
| Inserted Diodes || 0
|-
| Starting density of the core || around half
|-
| Number of placed I/O pins || ~61
|-
| Largest incremental delay on the critical path || just over 800 ps
|-
| GRT Residual Overflow || 0
|-
| Type of the worst min-delay path || input pin to primary output
|-
| Number of fill cells in the layout || 937
|-
| Critical path's top delay family || AND-OR/OR-AND gates
|-
| Most used cells in the layout excluding fill and tap cells || sky130_fd_sc_hd__nand2_1, sky130_fd_sc_hd__o21ai_0, sky130_fd_sc_hd__clkdlybuf4s50_1, sky130_fd_sc_hd__a21oi_1, sky130_fd_sc_hd__nor2_1
|-
| Total design power || between 0.2 and 0.25 mW
|-
| Via density per instance || about 6.7
|-
| Final weighted congestion of routability-driven global placement || around 1.1
|-
| Final sequential cell count || 0
|-
| Gate count after technology mapping || 724
|-
| Number of rows created at floorplan || 36
|-
| Count of warnings emitted by yosys || 0
|-
| Worst setup slack before clock tree synthesis || ~7000 ps
|-
| Number of max-slew violations in the final report || 0
|}
[per-layer routing]
metal  vias up  share of wire, %  track usage [%]
met4         0               2.9             9.75
met3        52                14             9.99
met5         -                 0                0
li1       2746                 -                -
met1      2694                42             58.1
met2       370                42             55.4
[cell usage after synthesis, types with 21 or more instances]
cell type,instances,area (um^2)
sky130_fd_sc_hd__o211ai_1,22,165
sky130_fd_sc_hd__nor2_1,52,195
sky130_fd_sc_hd__ha_1,40,500
sky130_fd_sc_hd__o21ai_0,60,300
sky130_fd_sc_hd__xnor2_1,22,193
sky130_fd_sc_hd__nand3_1,21,105
sky130_fd_sc_hd__a21o_1,24,180
sky130_fd_sc_hd__xor2_1,23,201
sky130_fd_sc_hd__a21oi_1,57,285
sky130_fd_sc_hd__nand2_1,64,240
sky130_fd_sc_hd__inv_1,37,139
sky130_fd_sc_hd__mux2i_1,32,320
sky130_fd_sc_hd__clkbuf_1,37,139
[worst max path at each step]
stage | from | end | slack [ps] | depth (start not counted)
4_1_cts | A[1] | RES[11] | 6890 | 21
5_1_grt | A[1] | RES[11] | 6540 | 21
6_report | A[1] | RES[11] | 6800 | 21
[cell families (layout without fill, tap and decap cells)]
group           after synthesis  after routing  synth area share [%]
mux                          59             59                  14.2
simple gates                195            195                  18.1
buf+inv                      97            113                  8.01
fa+ha+maj                    52             52                  14.5
xor+xnor                     45             45                  7.74
compound gates              276            276                  37.4
[worst min-delay path, stage by stage]
cell and delay [ps]:
sky130_fd_sc_hd__clkdlybuf4s50_1 440, sky130_fd_sc_hd__o221ai_1 230, sky130_fd_sc_hd__a211oi_1 110, sky130_fd_sc_hd__clkdlybuf4s50_1 400
[layout make-up]
class | count | share of cell area, %
tap | 133 | 2.92
multi-input combinational | 627 | 82.4
inverter | 39 | 2.57
timing repair buffer | 74 | 12.2
[stage by stage]
stage	hold WS [ps]	utilization [%]
3_3_place_gp	9460	58.1
6_report	9470	58.1
5_1_grt	9520	58.1
4_1_cts	9470	58.1
2_1_floorplan	8460	-
3_5_place_dp	9460	58.1
[power by group]
| part | switching (mW) | internal, mW | total [mW] | leakage (nW) |
|---|---|---|---|---|
| Combinational | 0.123 | 0.0981 | 0.221 | 2.42 |
| Sequential | 0 | 0 | 0 | 0 |
| Clock | 0 | 0 | 0 | 0 |
Power is estimated from default activity; no workload was simulated.
