<file path="flow/run.sh">
#!/bin/bash
# OpenROAD 26Q1-2900-gdf79404cd8, Yosys 0.63+post, stock flow scripts
make -C /OpenROAD-flow-scripts/flow DESIGN_CONFIG=/design/flow/config.mk WORK_HOME=/design/flow/orfs finish
</file>
<file path="flow/config.mk">
export PLATFORM = sky130hd
export DESIGN_NAME = Cache_Ctrl
export DESIGN_NICKNAME = Cache_Ctrl
export VERILOG_FILES = /design/flow/design.v
export SDC_FILE = /design/flow/constraint.sdc
export NUM_CORES = 4
export LEC_CHECK = 1
export CORE_UTILIZATION = 40
</file>
<file path="flow/constraint.sdc">
current_design Cache_Ctrl

set clk_period 5.1
set clk_io_pct 0.2

create_clock -name clk0 -period $clk_period [get_ports {clk}]

set non_clock_inputs [all_inputs -no_clocks]
set_input_delay [expr $clk_period * $clk_io_pct] -clock clk0 $non_clock_inputs
set_output_delay [expr $clk_period * $clk_io_pct] -clock clk0 [all_outputs]
</file>
<file path="flow/design.v">
module CLA_4bit(input[3:0] A, input[3:0] B, input Cin, output[3:0] S, output G, output P, output Ovfl, output Cout);
wire g0,g1,g2,g3,p0,p1,p2,p3,c1,c2,c3;
assign P = p0 & p1 & p2 & p3;
assign G = g3 | p3&g2 | p3&p2&g1 | p3&p2&p1&g0;
assign c1 = g0 | p0&Cin;
assign c2 = g1 | p1&g0 | p1&p0&Cin;
assign c3 = g2 | p2&g1 | p2&p1&g0 | p2&p1&p0&Cin;
assign Cout = g3 | p3&g2 | p3&p2&g1 | p3&p2&p1&g0 | p3&p2&p1&p0&Cin;
assign Ovfl = Cout^c3;
PFA pfa0(.a(A[0]), .b(B[0]), .cin(Cin), .s(S[0]), .g(g0), .p(p0));
PFA pfa1(.a(A[1]), .b(B[1]), .cin(c1), .s(S[1]), .g(g1), .p(p1));
PFA pfa2(.a(A[2]), .b(B[2]), .cin(c2), .s(S[2]), .g(g2), .p(p2));
PFA pfa3(.a(A[3]), .b(B[3]), .cin(c3), .s(S[3]), .g(g3), .p(p3));
endmodule
module Cache_Ctrl(DataOut_I, DataArray_WE_I, MetaDataArray_WE_I, Miss_I, Addr_I, Addr_Miss_I,
                    DataOut_D, DataArray_WE_D, MetaDataArray_WE_D, Miss_D, Addr_D, Addr_Miss_D, R, W, 
                    DataIn_M, DataVLD, Addr_M, EN_M, clk, rst, Stall, IDLE_FSM,stall_cache,Idle_DontWrt);
input    stall_cache;
input   [15:0]  Addr_I;
input           Miss_I;
output  [15:0]  DataOut_I;
output  [15:0]  Addr_Miss_I;
output          DataArray_WE_I;
output          MetaDataArray_WE_I;
input   [15:0]  Addr_D;
input           Miss_D;
input           R, W;
output  [15:0]  DataOut_D;
output  [15:0]  Addr_Miss_D;
output          DataArray_WE_D;
output          MetaDataArray_WE_D;
output          Idle_DontWrt;
input   [15:0]  DataIn_M;
input            DataVLD;
output  [15:0]  Addr_M;
output  reg     EN_M;            
output  reg     IDLE_FSM;        
output  reg     Stall;           
input           clk, rst;
wire Data_VLD,cntr_lt4;
wire rst_n;
assign rst_n = !rst;
wire [1:0] state;
reg  [1:0] nxt_state;
reg addr_inc, addr_rst,addr_I_rst,addr_D_rst;
reg Data_WE, MetaData_WE;
wire [15:0] addr_after, addr, Addr_C;
wire[15:0] addr_base_I,addr_base_D;
assign addr_base_I = {{Addr_I[15:4]},{4'h0}};
assign addr_base_D = {{Addr_D[15:4]},{4'h0}};
wire [15:0] addr_out;
assign addr_after = (addr_D_rst|addr_I_rst) ? (addr_I_rst? addr_base_I : addr_base_D) : addr_out;
addsub_16bit Addr_adder_M(.A(addr), .B(16'h2), .sub(1'b0), .Sum(addr_out), .Ovfl( ));
addsub_16bit Addr_adder_C(.A(addr), .B(16'h8), .sub(1'b1), .Sum(Addr_C), .Ovfl( ));
Register_16 Addr_reg1(.Q(addr), .D(addr_after), .clk(clk), .rst(!rst_n), .wrtEn(addr_inc));
reg  cntr_rst, cntr_inc;
wire cntr_full,cntr_half;
wire[3:0]   cnt, cnt_after;
assign cntr_full = cnt == 4'b0111;
assign cntr_half = (cnt == 4'b0011) | (cnt == 4'b0000) | (cnt == 4'b0001) | (cnt == 4'b0010);
wire[3:0] cnt2;
wire[3:0] cnt2_after;
reg       cntr2_rst;
assign cntr_lt4 = ((cnt2 == 4'h0)|(cnt2 == 4'h1)|(cnt2 == 4'h2)|(cnt2 == 4'h3));
assign Data_VLD = DataVLD & !cntr_lt4;
Register_4 current_block(.Q(cnt), .D(cnt_after), .clk(clk), .rst(!rst_n | cntr_rst), .wrtEn(cntr_inc));
Register_4 current_clk  (.Q(cnt2), .D(cnt2_after), .clk(clk), .rst(!rst_n | cntr2_rst), .wrtEn(1'b1));
CLA_4bit blocks8(.A(cntr_rst? 4'b0000 : cnt), .B({3'b000,!cntr_full}), 
                    .Cin(1'b0), .S(cnt_after), .G( ), .P( ), .Ovfl( ), .Cout( ));
CLA_4bit blocks9(.A(cntr2_rst? 4'b0000 : cnt2), .B(4'h1), 
                    .Cin(1'b0), .S(cnt2_after), .G( ), .P( ), .Ovfl( ), .Cout( ));
localparam IDLE   = 2'b00;
localparam WAIT_I = 2'b01;
localparam WAIT_D = 2'b10;
localparam WAIT_WB= 2'b11;
reg  Idle_NOWRT;
dff_2 FSM_state(.D(nxt_state), .Q(state), .WE(1'b1), .clk(clk), .rst(rst));
Register_1  reg1(.Q(Idle_DontWrt),.D(Idle_NOWRT),.clk(clk),.rst(rst),.wrtEn(1'b1));
always@(*) begin
    Idle_NOWRT = 0;
    nxt_state = IDLE;
    addr_I_rst = 0;
    addr_D_rst = 0;
    Stall = 1'b0;
    EN_M = 1'b0;
    cntr_inc = 1'b0;
    addr_inc = 1'b0;
    Data_WE = 1'b0;
    MetaData_WE = 1'b0;
    IDLE_FSM = 1'b0;
    cntr_rst = 0;
    cntr2_rst = 0;
    case(state)
        IDLE: begin
            IDLE_FSM = 1'b1;
            Idle_NOWRT = 0;
            nxt_state = stall_cache ? WAIT_WB : 
                        Miss_I ? WAIT_I : 
                        (!Miss_I&Miss_D) ? WAIT_D : IDLE;
            Stall = Miss_I | Miss_D | stall_cache;
            cntr_rst = 1;
            addr_I_rst = !(!Miss_I&Miss_D);
            addr_D_rst = 1;
            addr_inc = Miss_I | Miss_D;
            EN_M = W;
            cntr2_rst = 1;
        end
        WAIT_I: begin
            nxt_state = (!Miss_D&cntr_full) ? WAIT_WB :
                        (Miss_D&cntr_full)  ? WAIT_D : WAIT_I;
            Stall = 1'b1;
            EN_M = cntr_half;
            cntr_rst  = (Miss_D&cntr_full);
            cntr2_rst = (Miss_D&cntr_full);
            addr_D_rst = (Miss_D&cntr_full);
            cntr_inc = DataVLD;
            addr_inc = 1'b1;
            Data_WE = DataVLD&(!cntr_lt4);
            MetaData_WE = cntr_full;
        end
        WAIT_D: begin  
            nxt_state = cntr_full ? WAIT_WB : WAIT_D;
            Stall = 1'b1;
            EN_M = cntr_half;
            cntr_inc = DataVLD;
            addr_inc = 1'b1;
            Data_WE = DataVLD&(!cntr_lt4);
            MetaData_WE = cntr_full;
        end
        WAIT_WB : begin
            nxt_state = IDLE;
            Stall = 1'b1;
            Idle_NOWRT = 0;
        end
    endcase
end
assign DataOut_I = (state == WAIT_I) ? DataIn_M : 16'h0000;
assign Addr_Miss_I = (state == WAIT_I) ? Addr_C : 16'h0000;
assign DataArray_WE_I = (state == WAIT_I) ? Data_WE : 0;
assign MetaDataArray_WE_I = (state == WAIT_I) ? MetaData_WE : 0;
assign DataOut_D = (state == WAIT_D) ? DataIn_M : 16'h0000;
assign Addr_Miss_D = (state == WAIT_D) ? Addr_C : 16'h0000;
assign DataArray_WE_D = (state == WAIT_D) ? Data_WE : 0;
assign MetaDataArray_WE_D = (state == WAIT_D) ? MetaData_WE : 0;
assign Addr_M = addr;
endmodule
module dff (q, d, wen, clk, rst);
    output         q;  
    input          d;  
    input 	       wen;  
    input          clk;  
    input          rst;  
    reg            state;
    assign q = state;
    always @(posedge clk) begin
      state = rst ? 0 : (wen ? d : state);
    end
endmodule
module dff_2 (Q, D, WE, clk, rst);
    input [1:0] D;
    input WE;
    input clk;
    input rst;
    output [1:0] Q;
    dff DFF[1:0](.q(Q), .d(D), .wen(WE), .clk(clk), .rst(rst));
endmodule
module PFA(input a, input b, input cin, output s, output g, output p);
assign g = a & b;
assign p = a ^ b;
assign s = cin ^ p;
endmodule
module Register_1(Q, D, clk, rst, wrtEn);
input D;
output Q;
input clk, rst, wrtEn;
dff DFF(.q(Q), .d(D), .wen(wrtEn), .clk(clk), .rst(rst));
endmodule
module Register_16(Q, D, clk, rst, wrtEn);
input[15:0] Q;
output[15:0] D;
input clk, rst, wrtEn;
dff DFF0(.q(Q[0]), .d(D[0]), .wen(wrtEn), .clk(clk), .rst(rst));
dff DFF1(.q(Q[1]), .d(D[1]), .wen(wrtEn), .clk(clk), .rst(rst));
dff DFF2(.q(Q[2]), .d(D[2]), .wen(wrtEn), .clk(clk), .rst(rst));
dff DFF3(.q(Q[3]), .d(D[3]), .wen(wrtEn), .clk(clk), .rst(rst));
dff DFF4(.q(Q[4]), .d(D[4]), .wen(wrtEn), .clk(clk), .rst(rst));
dff DFF5(.q(Q[5]), .d(D[5]), .wen(wrtEn), .clk(clk), .rst(rst));
dff DFF6(.q(Q[6]), .d(D[6]), .wen(wrtEn), .clk(clk), .rst(rst));
dff DFF7(.q(Q[7]), .d(D[7]), .wen(wrtEn), .clk(clk), .rst(rst));
dff DFF8(.q(Q[8]), .d(D[8]), .wen(wrtEn), .clk(clk), .rst(rst));
dff DFF9(.q(Q[9]), .d(D[9]), .wen(wrtEn), .clk(clk), .rst(rst));
dff DFF10(.q(Q[10]), .d(D[10]), .wen(wrtEn), .clk(clk), .rst(rst));
dff DFF11(.q(Q[11]), .d(D[11]), .wen(wrtEn), .clk(clk), .rst(rst));
dff DFF12(.q(Q[12]), .d(D[12]), .wen(wrtEn), .clk(clk), .rst(rst));
dff DFF13(.q(Q[13]), .d(D[13]), .wen(wrtEn), .clk(clk), .rst(rst));
dff DFF14(.q(Q[14]), .d(D[14]), .wen(wrtEn), .clk(clk), .rst(rst));
dff DFF15(.q(Q[15]), .d(D[15]), .wen(wrtEn), .clk(clk), .rst(rst));
endmodule
module Register_4(Q, D, clk, rst, wrtEn);
input[3:0] D;
output[3:0] Q;
input clk, rst, wrtEn;
dff DFF0(.q(Q[0]), .d(D[0]), .wen(wrtEn), .clk(clk), .rst(rst));
dff DFF1(.q(Q[1]), .d(D[1]), .wen(wrtEn), .clk(clk), .rst(rst));
dff DFF2(.q(Q[2]), .d(D[2]), .wen(wrtEn), .clk(clk), .rst(rst));
dff DFF3(.q(Q[3]), .d(D[3]), .wen(wrtEn), .clk(clk), .rst(rst));
endmodule
module addsub_16bit(input[15:0] A, input[15:0] B, input sub, output[15:0] Sum, output Ovfl);
wire g0,g1,g2,g3,p0,p1,p2,p3,c1,c2,c3,Cout,o0,o1,o2,o3;
wire [15:0] B_in, S;
wire co0,co1,co2,co3;
assign c1 = g0 | p0&sub;
assign c2 = g1 | p1&g0 | p1&p0&sub;
assign c3 = g2 | p2&g1 | p2&p1&g0 | p2&p1&p0&sub;
assign Cout = g3 | p3&g2 | p3&p2&g1 | p3&p2&p1&g0 | p3&p2&p1&p0&sub;
assign B_in = sub? ~B : B;
CLA_4bit cla0(.A(A[3:0]), .B(B_in[3:0]), .Cin(sub), .S(S[3:0]), .G(g0), .P(p0), .Ovfl(o0), .Cout(co0));
CLA_4bit cla1(.A(A[7:4]), .B(B_in[7:4]), .Cin(c1), .S(S[7:4]), .G(g1), .P(p1), .Ovfl(o1), .Cout(co1));
CLA_4bit cla2(.A(A[11:8]), .B(B_in[11:8]), .Cin(c2), .S(S[11:8]), .G(g2), .P(p2), .Ovfl(o2), .Cout(co2));
CLA_4bit cla3(.A(A[15:12]), .B(B_in[15:12]), .Cin(c3), .S(S[15:12]), .G(g3), .P(p3), .Ovfl(o3), .Cout(co3));
assign Ovfl = o3;
assign Sum = o3? (S[15] ? 16'h7fff : 16'h8000) : S;
endmodule
</file>
==> summary.txt <==
run results: drt first-iter violations 18, max frequency 297 MHz, Critical Setup Path Class in -> out, clock skew between 0.002 and 0.0025 ns, layout cells sized above 1 5.58%, Residual DRC 0, total CTS buffers 3, non-filler instance count after layout around 250, iteration tally of the first detailed-router pass 2, Root Driver clkbuf_4, Die Width between 50 and 60 um, post-synthesis xor/xnor area fraction around 2.2%, final setup fails 0, GRT overflow 0, TritonCTS clock tree built, measured slew at the worst slew-check pin 0.583 ns, Startpoint Class primary input, Post-CTS Hold Buffers 0, synth top area cells buf_4, and2_1, dfxtp_1, Cells after DPL around 240, most common logic cell in the routed design clkdlybuf4s50_1, placed inst area 1640 um2, OpenROAD warning count 62, Critical Path Source DataVLD, dpl hpwl roughly 2300 um, Adders+Majority by Area approximately 7.3%, Synth logic family buffers and inverters, CTS Sinks 10, Complex Gates by Area 8.28%, cell-internal power roughly 0.22 mW, PostCTS Resize Cnt 0, area growth from synthesis to layout 39.2%, syn_area_per_cell 7.65 um2, GP Congestion slightly above 0.8, simple share between 30 and 40%, first-pass GRT wire length approximately 4100 um, Synth flops 10, post-route setup TNS 0 ns, final wirelength around 2700 um, DR vias/cell about 4.1, CORE AREA between 2000 and 3000 um2, YS chip area approximately 1200 um2, crit path capture type output port, Max-area cell share between 30% and 40%, fp util 42.9%, Worst R2R Start FSM_state.DFF[1].state$_SDFF_PP0_, Power Density between 150 and 200 nW/um2, max cap viols 0, dominant logic cell types in the final layout clkdlybuf4s50_1, conb_1, and2_1, Late-Pin Clk Latency 0.25 ns, H-tree Lvls 1, power share of the clock group between 10% and 20%, Hold Crit Start current_clk.DFF0.state$_SDFF_PP0_, Die Y 56.6 um, Slew Limit Fails 0, RSZ-0062 raised after global routing no, Pleak between 0.7 and 0.8 nW, Clk pin slew, worst setup/hold paths roughly 0.06 ns, Max Root-Sink Buffers 2, # IOs 144, Routed Antenna Nets 0, Synth async-reset ratio 0%, synthesized area between 1000 and 1500 um2, EDFF count, synth 0, CP max FO 6, number of global-route vias before repair roughly 880, largest area contributor in the synthesized netlist buf_4, initial antenna violation count 0, Post-Syn Instances around 160, Final Instance Area around 1700 um2, CP arrival 2.35 ns, largest net degree at the start of global routing 22, Sw Pwr slightly above 0.09 mW, cells in synth_stat.txt ~160, Routed WL per cell about 11 um, Final Hold Fails 0, Tcrit/Tclk final between 60% and 70%, Synth Seq Share 16.8%, chip area between 3000 and 4000 um2, # rows 19, Peak VDD IR 0.152 mV, Top FF cell, synth dfxtp_1, GRT Util Overall 16.6%, Port Buffers between 60 and 70, via count 1,017, worst min path class reg -> reg, MUX share of area 0%, sw frac between 20% and 30%, post-CTS setup buffers 0, n_diodes 0, crit path DRT between 4 and 5 ns, outcome completed, Yosys Warn Count 18, Netlist cell types 28, clock period minus worst slack roughly 3.4 ns, Slew HR between 60% and 70%, sequential share of power between 20% and 30%, combinational cell fraction of total power around 55%
==> flip-flops by register name, indices dropped and copies added (netlist names) <==
register and count:
current_clk.DFF2.state 1, current_block.DFF3.state 1, current_clk.DFF3.state 1, current_block.DFF2.state 1
current_block.DFF0.state 1, current_clk.DFF1.state 1, current_clk.DFF0.state 1, FSM_state.DFF.state 2
current_block.DFF1.state 1
==> cells by family (layout without fill, tap and decap cells) <==
| kind of cell | Yosys count | after routing |
|---|---|---|
| XOR/XNOR | 3 | 3 |
| flip-flops | 10 | 10 |
| adder cells (fa/ha/maj) | 7 | 7 |
| other | 1 | 49 |
| AND-OR/OR-AND | 12 | 12 |
| buffers and inverters | 61 | 72 |
| AND/OR/NAND/NOR | 62 | 62 |
==> power groups by stage <==
stage	Clock [mW]	Combinational [mW]	Sequential, mW
finish	0.0502	0.169	0.0890
CTS	0.0540	0.172	0.0890
global route	0.0579	0.191	0.0900
==> metal layers <==
layer	vias up	routed length [um]	part of all wire [%]	track usage, %
met1	446	1010	38	21.1
met4	0	19	0.71	1.74
met3	2	215	8.0	2.33
li1	517	-	-	-
met5	-	0	0	0
met2	52	1450	54	30.8
==> per-stage QoR <==
| stage | hold slack [ns] | setup slack [ns] | power [mW] | utilization, % |
|---|---|---|---|---|
| after floorplan | 0.407 | 2.66 | 0.185 | - |
| after global placement | 0.420 | 1.74 | 0.262 | 58.9 |
| after detailed placement | 0.428 | 1.72 | 0.262 | 58.9 |
| after CTS | 0.436 | 1.72 | 0.315 | 59.7 |
| after global routing | 0.470 | 1.62 | 0.339 | 59.7 |
| final | 0.430 | 1.73 | 0.308 | 59.7 |
==> worst max-delay path, cell delays in order <==
cell             delay, ns
clkdlybuf4s50_1       0.58
o21ai_0               0.16
nor2_1                0.11
clkdlybuf4s50_1       0.47
==> synthesized netlist by cell type (2+ instances only) <==
cell / n
a21oi_1: 2
a21oi_2: 3
and2_1: 36
buf_4: 49
clkbuf_1: 3
dfxtp_1: 10
ha_1: 7
inv_1: 8
nand2_1: 5
nand2b_1: 2
nand3_1: 5
nor2_1: 5
nor2_2: 3
nor3_1: 2
o21ai_0: 2
xor2_1: 2
==> worst paths after layout <==
path | to | slack, ns | cells past startpoint
worst max-delay path | DataArray_WE_D | 1.73 | 4
worst min-delay path | current_clk.DFF0.state$_SDFF_PP0_ | 0.43 | 1
worst max register to register | current_block.DFF3.state$_SDFFE_PP0P_ | 2.61 | 9
worst min register to register | current_clk.DFF0.state$_SDFF_PP0_ | 0.43 | 1
==> cell type report <==
cell class | instances | area (um2)
Fill cell | 256 | 1120
Multi-Input combinational cell | 133 | 759
Timing Repair Buffer | 61 | 611
Sequential cell | 10 | 200
Tap cell | 31 | 38.8
Inverter | 8 | 30.0
Clock buffer | 3 | 22.5
No activity file was given, so power comes from the tool's default toggle rates.
